<file path="flow/constraint.sdc">
current_design dassign3

set clk_period 4.5
set clk_io_pct 0.2

create_clock -name clk0 -period $clk_period [get_ports {clk}]

set non_clock_inputs [all_inputs -no_clocks]
set_input_delay [expr $clk_period * $clk_io_pct] -clock clk0 $non_clock_inputs
set_output_delay [expr $clk_period * $clk_io_pct] -clock clk0 [all_outputs]
</file>
<file path="flow/run.sh">
#!/bin/bash
# OpenROAD 26Q1-2900-gdf79404cd8, Yosys 0.63+post, stock flow scripts
make -C /OpenROAD-flow-scripts/flow DESIGN_CONFIG=/design/flow/config.mk WORK_HOME=/design/flow/orfs finish
</file>
<file path="flow/design.v">
`timescale 1ns / 1ps
module clock_div(
    input clk,
    input rst,
    output reg new_clk
    );
    localparam define_speed = 26'd20000000;
    reg [25:0] count;
    always @ (posedge(clk),posedge(rst))
    begin
        if (rst == 1'b1)
        begin 
            count = 26'b0;   
            new_clk = 1'b0;            
        end
        else if (count == define_speed)
        begin
            count = 26'b0;
            new_clk = ~new_clk;
        end
        else
        begin
            count = count + 1'b1;
            new_clk = new_clk;
        end
    end
endmodule
module motor_ctrl (motor_drv, done, forw, rev, reset, drv_clk);
   output [3:0] motor_drv;
   output 	done;
   input 	forw, rev, reset, drv_clk;
   parameter P0_ST = 2'b00;
   parameter P1_ST = 2'b01;
   parameter P2_ST = 2'b10;
   parameter P3_ST = 2'b11;
   reg [1:0] 	state, nx_state;
   reg 		done;
   reg [3:0] 	motor_drv;
   always @(posedge drv_clk) begin
      state <= nx_state;
   end
   always @(state or forw or rev or reset) begin
      if (reset) begin
         nx_state = P0_ST;
	 motor_drv = 4'b0000;
	 done = 0;
      end
      else begin
         if (forw == 1'b1) begin
            case (state)
              P0_ST: begin
                 nx_state = P1_ST;
		 motor_drv = 4'b0010;
		 done = 1'b1;
              end
              P1_ST: begin
          	 nx_state = P2_ST;
		 motor_drv = 4'b0100;
		 done = 1'b0;
    	      end
              P2_ST: begin
                 nx_state = P3_ST;
		 motor_drv = 4'b1000;
		 done = 1'b0;
              end
              P3_ST: begin
                 nx_state = P0_ST;
		 motor_drv = 4'b0001;
		 done = 1'b0;
              end
              default: begin
              	 nx_state = P0_ST;
            	 motor_drv = 4'b0000;
            	 done = 1'b0;
              end
            endcase  
         end  
         else if (rev == 1'b1) begin
            case (state)
              P0_ST: begin
                 nx_state = P3_ST;
		 motor_drv = 4'b1000;
		 done = 1'b1;
              end
              P1_ST: begin
                 nx_state = P0_ST;
		 motor_drv = 4'b0001;
		 done = 1'b0;
              end
              P2_ST: begin
                 nx_state = P1_ST;
		 motor_drv = 4'b0010;
		 done = 1'b0;
              end
              P3_ST: begin
                 nx_state = P2_ST;
		 motor_drv = 4'b0100;
		 done = 1'b0;
              end
              default: begin
              	 nx_state = P0_ST;
            	 motor_drv = 4'b0000;
            	 done = 1'b0;
              end
            endcase  
         end  
         else begin
            nx_state = state;
            motor_drv = 4'b0000;
            done = 1'b0;
         end
      end  
   end  
endmodule
module ascii2pos(pos, ascii);
   output [4:0] pos;
   reg [4:0] 	pos;
   input [6:0] 	ascii;
   always @(ascii) begin
      case (ascii)
	7'b010_0000:
	  pos[4:0] = 5'b00000;
	7'b110_0001:
	  pos[4:0] = 5'b00001;
	7'b110_0010:
	  pos[4:0] = 5'b00010;
	7'b110_0011:
	  pos[4:0] = 5'b00011;
	7'b110_0100:
	  pos[4:0] = 5'b00100;
	7'b110_0101:
	  pos[4:0] = 5'b00101;
	7'b110_0110:
	  pos[4:0] = 5'b00110;
	7'b110_0111:
	  pos[4:0] = 5'b00111;
	7'b110_1000:
	  pos[4:0] = 5'b01000;
	7'b110_1001:
	  pos[4:0] = 5'b01001;
	7'b110_1010:
	  pos[4:0] = 5'b01010;
	7'b110_1011:
	  pos[4:0] = 5'b01011;
	7'b110_1100:
	  pos[4:0] = 5'b01100;
	7'b110_1101:
	  pos[4:0] = 5'b01101;
	7'b110_1110:
	  pos[4:0] = 5'b01110;
	7'b110_1111:
	  pos[4:0] = 5'b01111;
	7'b111_0000:
	  pos[4:0] = 5'b10000;
	7'b111_0001:
	  pos[4:0] = 5'b10001;
	7'b111_0010:
	  pos[4:0] = 5'b10010;
	7'b111_0011:
	  pos[4:0] = 5'b10011;
	7'b111_0100:
	  pos[4:0] = 5'b10100;
	7'b111_0101:
	  pos[4:0] = 5'b10101;
	7'b111_0110:
	  pos[4:0] = 5'b10110;
	7'b111_0111:
	  pos[4:0] = 5'b10111;
	7'b111_1000:
	  pos[4:0] = 5'b11000;
	7'b111_1001:
	  pos[4:0] = 5'b11001;
	7'b111_1010:
	  pos[4:0] = 5'b11010;
	7'b010_1100:
	  pos[4:0] = 5'b11101;
	7'b010_1110:
	  pos[4:0] = 5'b11110;
	7'b011_1111:
	  pos[4:0] = 5'b11111;
	default:
	  pos[4:0] = 5'b00000;
      endcase  
   end  
endmodule 
module motor_steps (mtr_steps, mtr_pos, rev);
  output [2:0] mtr_steps;
  input [4:0] mtr_pos;
  input rev;
  reg [2:0] mtr_steps;
  always @ (mtr_pos or rev) begin
    if(rev) begin
      casez(mtr_pos)
        5'bzzz00: mtr_steps = 3'd7;
        default:  mtr_steps = 3'd6;
      endcase
    end else begin
      casez(mtr_pos)
        5'bzzz11: mtr_steps = 3'd7;
        default:  mtr_steps = 3'd6;
      endcase
    end
  end
endmodule
module dassign3(motor, led, btnC, sw, clk, btnU);
   output [3:0]     motor;
   output [15:0] 		led;
   input 			btnC;
   input [6:0] 			sw;
   input 			clk, btnU;
   wire sys_clk;
   assign sys_clk = clk;
   wire [6:0] 			ascii_in;
   assign ascii_in = sw;
   reg 			ready;
   assign led[15] = ready;
   wire [3:0] 		motor_drv;
   wire [3:0]       motor;
   assign led[3:0] = motor_drv;
   assign motor = motor_drv;
   wire req;
   assign req = btnC;
   wire reset;
   assign reset = btnU;
   wire			motor_clk;   
   clock_div	mclkdiv(sys_clk, reset, motor_clk);
   wire			motor_0001;
   reg			motor_forw, motor_rev;
   motor_ctrl 		mctl(motor_drv, motor_0001, motor_forw, motor_rev, reset, motor_clk);
   wire [4:0] 		pos;
   ascii2pos		a2p(pos, ascii_in);    
  wire [2:0] steps;
  motor_steps mtrstep(steps, curr_pos, motor_rev);
   parameter SST0 = 2'b00;
   parameter SST1 = 2'b01;
   parameter SST2 = 2'b10;
   parameter SST3 = 2'b11;
  reg [1:0] state, next_state;
  reg done_moving;
  reg [2:0] count;
  reg [4:0] curr_pos;
  reg [4:0] required_pos;
  reg move_forw;
  reg move_rev;
  assign led[14] = req;
  assign led[12] = move_forw;
  assign led[11] = motor_forw;
  assign led[10] = move_rev;
  assign led[9] = motor_rev;
  assign led[8] = done_moving;
  assign led[7:5] = count;
   always @(posedge sys_clk) begin
     state <= next_state;
   end
   always @(*) begin
        if(reset) begin
          next_state = SST0;
          required_pos = 5'd0;
          ready = 1'b0;
          move_forw = 1'b0;
          move_rev = 1'b0;
        end else begin
          case(state)
            SST0: begin
              if(req) begin
                required_pos = pos;
                next_state = SST2;
                ready = 1'b0;
              end else begin
                next_state = state;
                ready = 1'b1;
              end
            end
             SST2: begin
               if(curr_pos == required_pos) begin
                 next_state = SST0;
               end else begin
                  if(done_moving == 1'b0) begin
                     if (required_pos > curr_pos) begin
                                         if((required_pos - curr_pos) <= 16) begin
                                           move_forw = 1'b1;
                                           move_rev = 1'b0;
                                        end else begin
                                           move_rev = 1'b1;
                                           move_forw = 1'b0;
                                        end
                     end else begin
                                         if((curr_pos - required_pos) <= 16) begin
                                           move_rev = 1'b1;
                                           move_forw = 1'b0;
                                        end else begin
                                           move_forw = 1'b1;
                                           move_rev = 1'b0;
                                        end
                     end 
                     next_state = SST2;
                 end else begin
                     move_forw = 1'b0;
                     move_rev = 1'b0;
                     next_state = SST2;
                 end
               end
              end
            default: begin
              ready = 1'b1;
              next_state = SST0;
            end
          endcase
        end
      end
     always @(posedge motor_clk or posedge reset) begin
          if(reset) begin
                 curr_pos <= 5'd0;
                 motor_forw <= 1'b0;
                 motor_rev <= 1'b0;
                 done_moving <= 1'b0;
                 count <= 3'd0;
          end else if(move_forw || move_rev) begin
             if(count != steps) begin
             done_moving <= 1'b0;
                if(move_forw && !move_rev) begin
                    motor_forw <= 1'b1;
                    motor_rev <= 1'b0;
                end else if (!move_forw && move_rev) begin
                    motor_rev <= 1'b1;
                    motor_forw <= 1'b0;
                end else begin
                     motor_forw <= 1'b0;
                     motor_rev <= 1'b0;
                end
                count <= count + 1;
            end else begin
             count <= 3'd0;
                       if(motor_forw == 1'b1) begin
                         if(curr_pos == 5'b11111)
                              curr_pos <= 5'b00000;
                         else
                              curr_pos <= curr_pos + 1;
                       end else begin
                         if(curr_pos == 5'b00000)
                              curr_pos <= 5'b11111;
                         else
                              curr_pos <= curr_pos - 1;
                       end
                       done_moving <= 1'b1;
                       motor_forw <= 1'b0;
                       motor_rev <= 1'b0;
           end
        end else begin
          motor_forw <= 1'b0;
          motor_rev <= 1'b0;
          count <= 1'b0;
          done_moving <= 1'b0;
        end
      end
   endmodule
</file>
<file path="flow/config.mk">
export PLATFORM = sky130hd
export DESIGN_NAME = dassign3
export DESIGN_NICKNAME = dassign3
export VERILOG_FILES = /design/flow/design.v
export SDC_FILE = /design/flow/constraint.sdc
export NUM_CORES = 4
export LEC_CHECK = 1
export CORE_UTILIZATION = 30
</file>
==> run_results.csv <==
group,metric,value,unit
layout,design_area,0.00348,mm²
placed_design,dp.cells,468,
clock_tree,htreeDepth,2,
worst_setup_path,critical_path_class,"in2out",
hold_path,hp-class,"reg2reg",
clock_tree,clockBufferDepth,2,
final_timing,finalSetupTns,0,ps
worst_setup_path,crit_path_start_kind,"input port",
route,route.antenna.remaining_nets,0,
route,antennaDiodeCount,0,
clock_tree,cts_tree,"built",
route,vias,2290,
final_timing,maxSlewViolCount,0,
global_routing,grt_start_max_net_pins,41,
clock_tree,cts_setup_buffers,0,
worst_setup_path,crit_chain,"clkdlybuf4s50_1 > nor2_1 > clkdlybuf4s50_1",
final_timing,finalCritPeriodShare,73.3,%
floorplanning,die.size.y,103,µm
synth,edf_count,0,
final_timing,fmax,303,MHz
layout,syn_to_final_growth,14.0,%
final_timing,fin_ws,1200,ps
synth,syn-cell-area,0.00305,mm²
placed_design,place_worst_setup_slack,1140,ps
run,maxCapViolations,0,
clock_tree,cts_root_buffer,"clkbuf_8",
global_routing,grt_pass1_wl,9680,µm
route,routed_wl,5670,µm
final_timing,untimed_endpoints,32,
final_timing,hold_viol,0,
synth,synthCells,327,
global_routing,grt_pass1_vias,2047,
synth,ff_type,"dfrtp_1",
synth,ys.flops,52,
clock_tree,clkTransAtPathRegs,60,ps
placed_design,dp_hpwl,4280,µm
synth,synthDistinctLibCells,58,
floorplanning,die_area,0.0106,mm²
worst_setup_path,reg2reg_depth,8,
route,post-route-drc-count,0,
power_and_ir_drop,power.density,171,mW/mm²
clock_tree,clkLatencyLatePin,280,ps
floorplanning,rows,36,
final_timing,skew,6.16,ps
synth,top_cells_by_area,"dfrtp_1 31%, ha_1 7.0%, xnor2_1 5.7%, nor2_1 4.1%, dfxtp_1 3.9%",
final_timing,rsz0062_at_grt,"false",
synth,yosys_cells,327,
run,warnings,33,
global_routing,antenna_found_initial,0,
worst_setup_path,cp-end-kind,"output pin",
clock_tree,post_cts_resize_count,0,
route,drtIter0Drc,62,
floorplanning,boundaryPins,30,
synth,synth_area_leader_cell,"dfrtp_1",
global_routing,grt_overflow,0,
floorplanning,core,0.00982,mm²
floorplanning,fp.dieW,103,µm
synth,top_area_share,31.2,%
layout,drive_above_1_share,7.00,%
power_and_ir_drop,p_leak,1.50,nW
worst_setup_path,worstPathRequired,3600,ps
worst_setup_path,critPathMostFrequentCell,"clkdlybuf4s50_1",
synth,syn_area_per_cell,9.33,µm²
hold_path,holdPathStages,1,
floorplanning,floorplan.core_util,31.1,%
placed_design,gp_congestion,0.814,
global_routing,grtUsageTotal,11.8,%
clock_tree,cts_hold_buf,0,
worst_setup_path,cp_max_fo,15,
final_timing,worst_pin_slew,688,ps
final_timing,unclocked_pins,23,
placed_design,postPlaceCellArea,0.00336,mm²
final_timing,slew_headroom,53.9,%
worst_setup_path,worst_path_max_delay_cell,"clkdlybuf4s50_1",
power_and_ir_drop,peakVddDrop,0.106,mV
final_timing,finalCriticalPeriod,3300,ps
worst_setup_path,critPathMaxStageDelay,700,ps
run_status,status,"complete, no violations",
placed_design,port-buffer-count,27,
layout,final_cells,476,
clock_tree,numCtsBuffers,5,
route,dr.pass1.iters,4,
worst_setup_path,arrival,2400,ps
synth,yosys_area,0.00305,mm²
final_timing,setup_violations,0,
route,wl_per_cell,11.9,µm
synth,yosys_warnings,7,
route,viasPerCell,4.81,
synth,async_flop_share,73.1,%
-- through the flow --
stage / power (mW) / util (%) / hold slack (ps)
finish: 0.593 / 35.4 / 478
global route: 0.622 / 35.4 / 508
global placement: 0.322 / 34.2 / 464
CTS: 0.601 / 35.4 / 483
detailed placement: 0.323 / 34.2 / 469
floorplan: 0.303 / - / 446
-- worst max-delay path, delay by kind of cell --
| family | cells | cell delay (ps) |
|---|---|---|
| buf+inv | 2 | 1200 |
| simple gates | 1 | 300 |
-- sequential cells by signal, summed over array words and instances, names as in the netlist --
| name | count |
|---|---|
| count | 3 |
| curr_pos | 5 |
| done_moving | 1 |
| mclkdiv.count | 26 |
| mclkdiv.new_clk | 1 |
| mctl.state | 4 |
| motor_forw | 1 |
| motor_rev | 1 |
| move_forw | 1 |
| move_rev | 1 |
| ready | 1 |
| required_pos | 5 |
| state | 2 |
-- report_power, final --
| group | switching (mW) | internal [mW] | total, mW |
|---|---|---|---|
| combinational | 0.0268 | 0.0208 | 0.0476 |
| sequential | 0.00212 | 0.267 | 0.269 |
| clock | 0.0962 | 0.180 | 0.276 |
| total | 0.125 | 0.468 | 0.593 |
-- Yosys cell counts, types with 4 or more instances --
cell	instances
and3_1	6
ha_1	17
inv_1	20
nand4_1	9
dfrtp_1	38
nor2_1	33
dlxtn_1	8
nor4_1	5
dfxtp_1	6
nor3_1	4
nand2_1	22
nor3b_1	4
nand3_1	11
clkbuf_1	5
xnor2_1	20
buf_4	14
o21ai_0	6
a21oi_1	19
nor2b_1	5
xor2_1	9
-- worst paths after layout --
kind | startpoint | endpoint | slack (ps)
max | btnU | led[2] | 1200
min | mclkdiv.count[22] | mclkdiv.count[22] | 480
max reg2reg | mclkdiv.count[0] | mclkdiv.count[19] | 2320
min reg2reg | mclkdiv.count[22] | mclkdiv.count[22] | 480
max in group asynchronous | btnU | mclkdiv.count[8] | 2630
min in group asynchronous | btnU | mclkdiv.count[2] | 1520
-- routing by layer --
| metal | vias up | wire length (µm) | track usage, % |
|---|---|---|---|
| met5 | - | 0 | 0 |
| met4 | 0 | 36 | 0.867 |
| met3 | 4 | 185 | 1.52 |
| met2 | 35 | 2540 | 18.1 |
| met1 | 1083 | 2910 | 18.8 |
| li1 | 1168 | - | - |
-- cell usage in the layout, fill, tap and decap left out, types with 6 or more instances in the layout --
master / count
xnor2_1: 20
nor2_1: 33
o21ai_0: 6
dfxtp_1: 6
clkbuf_8: 6
ha_1: 17
dfrtp_1: 38
a21oi_1: 19
inv_1: 20
nand2_1: 22
xor2_1: 9
and3_1: 6
dlxtn_1: 8
nand3_1: 11
nand4_1: 9
clkdlybuf4s50_1: 27
-- cell type report --
| cell class | count | area (µm²) |
|---|---|---|
| Fill cell | 1016 | 6340 |
| Inverter | 21 | 92.6 |
| Sequential cell | 52 | 1190 |
| Clock inverter | 1 | 30.0 |
| Tap cell | 133 | 166 |
| Timing Repair Buffer | 29 | 285 |
| Multi-Input combinational cell | 233 | 1630 |
| Clock buffer | 7 | 86.3 |
-- logic make-up (layout without fill, tap and decap cells) --
logic type,count (synthesis),in the layout,share of synthesized area [%]
AND/OR/NAND/NOR,127,127,24.6
AND-OR/OR-AND,53,53,11.4
flip-flops,44,44,35.1
buffers and inverters,43,58,7.79
XOR/XNOR,29,29,8.32
adder cells (fa/ha/maj),17,17,6.97
latches,8,8,3.94
multiplexers,5,5,1.84
other,1,2,0.123
Power figures rest on the tool's default switching activity, not on a simulated workload.
